<file path="./run.sh">
#!/bin/bash
# OpenROAD 26Q1-2900-gdf79404cd8, Yosys 0.63+post, stock flow scripts
make -C /OpenROAD-flow-scripts/flow DESIGN_CONFIG=/design/flow/config.mk WORK_HOME=/design/flow/orfs finish
</file>
<file path="./config.mk">
export PLATFORM = sky130hd
export DESIGN_NAME = FullEncoderDecoder
export DESIGN_NICKNAME = FullEncoderDecoder
export VERILOG_FILES = /design/flow/design.v
export SDC_FILE = /design/flow/constraint.sdc
export NUM_CORES = 4
export LEC_CHECK = 1
export CORE_UTILIZATION = 50
</file>
<file path="./constraint.sdc">
current_design FullEncoderDecoder

set clk_period 5.6
set clk_io_pct 0.2

create_clock -name clk0 -period $clk_period [get_ports {clk}]

set non_clock_inputs [all_inputs -no_clocks]
set_input_delay [expr $clk_period * $clk_io_pct] -clock clk0 $non_clock_inputs
set_output_delay [expr $clk_period * $clk_io_pct] -clock clk0 [all_outputs]
</file>
<file path="./design.v">
module encoder_bo(data_in,data_out );
input [10:0] data_in; 
output reg[14:0] data_out;
  always@(*)
  	begin 
      data_out[0]=data_in[0]^data_in[1]^data_in[3]^data_in[4]^data_in[6]^data_in[8]^data_in[10];
      data_out[1]=data_in[0]^data_in[2]^data_in[3]^data_in[5]^data_in[6]^data_in[9]^data_in[10];
      data_out[2]=data_in[0];
      data_out[3]=data_in[1]^data_in[2]^data_in[3]^data_in[7]^data_in[8]^data_in[9]^data_in[10];
      data_out[4]=data_in[1];
      data_out[5]=data_in[2];
      data_out[6]=data_in[3];
	   data_out[7]=data_in[4]^data_in[5]^data_in[6]^data_in[7]^data_in[8]^data_in[9]^data_in[10];
	   data_out[8]=data_in[4];
	   data_out[9]=data_in[5];
	   data_out[10]=data_in[6];
	   data_out[11]=data_in[7];
	   data_out[12]=data_in[8];
	   data_out[13]=data_in[9];
	   data_out[14]=data_in[10];
	end 
endmodule
module FullEncoderDecoder(
input sl_inn,
input clk,
input shift,
input RST,
output sl_out
);
wire encoder_sl_out;
IN encoder_in_bonus (
 .clk(clk),
 .RST(RST),
 .sl_in(sl_inn),
 .shift(shift),
 .data_out(encoder_sl_out),
);
assign encoder_out = encoder_sl_out;
wire decoder_sl_out;
OUT decoder_out_bonus
(
 .RST(RST),
 .clk(clk),
 .sl_in(encoder_sl_out),
 .shift(shift),
 .sl_out(decoder_sl_out),
);
assign sl_out = decoder_sl_out;
endmodule
module IN
(
input clk,
input RST,
input sl_in,
input shift,
output data_out,
output [14:0] datall,
output countfull,
output [14:0] finalout,
output [14:0] hammingout
);
wire [14:0]data_out1;
usrpo_En_bo usrpo_En_bonus
(
 .clk(clk),
 .RST(RST),
 .shift(shift),
 .load(0),
 .sl_in(sl_in),
 .par_load(0),
 .data_out(data_out1)
);
assign datall=data_out1;
wire [14:0]data_out2;
encoder_bo Encoder_bonus
(
  .data_in(data_out1), 
  .data_out(data_out2)
);
assign hammingout =data_out2;
wire isfulll;
counter_En_bo counter_En_bonus(
  .clk(clk),
  .en(shift),
  .isfull(isfulll)
);
assign countfull =isfulll;
wire [14:0]data_out3;
usr_En_bo usr_En_bonus
(
 .clk(clk),
 .RST(RST),
 .shift(1),
 .load(isfulll),
 .sl_in(0),
 .par_load(data_out2),
 .data_out(data_out3)
 );
 assign finalout=data_out3;
 assign data_out= data_out3[0];
 endmodule
module OUT
(
input RST,
input clk,
input sl_in,
input shift,
output sl_out,
output [20:0] reg1out,
output [10:0] decoout,
output counterout,
output [10:0] reg2out
);
wire [20:0]data_out3;
wire [14:0]data_ouut3;
usr_Dec_bo usr_Dec_bonus
(
 .clk(clk),
 .RST(RST),
 .shift(1),
 .load(0),
 .sl_in(sl_in),
 .par_load(0),
 .data_out(data_out3)
 );
 assign reg1out =data_out3;
 assign data_ouut3=data_out3[14:0];
 wire [10:0] decout;
 Decoder_bo Decoder_bonus
(
 .data_in(data_ouut3),
 .data_out(decout)
);
assign decoout =decout;
wire isfulll;
counter_Dec_bo counter_Dec_bonus
(
  .clk(clk),
  .en(shift),
  .isfull(isfulll)
);
assign counterout =isfulll;
wire [14:0]data_out1;
usrpo_Dec_bo usrpo_Dec_bonus
(
 .clk(clk),
 .RST(RST),
 .shift(shift),
 .load(isfulll),
 .sl_in(0),
 .par_load(decout),
 .data_out(data_out1)
);
assign reg2out =data_out1;
assign sl_out=data_out1[0];
endmodule 
module counter_Dec_bo(
input clk,
input en,
output isfull
);
reg [4:0] count;
always @(posedge clk) 
	begin
		count <= count + 1;
		if(count == 22)
		count <= 0;
	end
assign isfull = (count >= 5'b10110)? 1: 0;
endmodule
module counter_En_bo(
input clk,
input en,
output isfull
);
reg [3:0] count;
always @(posedge clk) 
	begin
		count <= count + 1;
		if(count == 11)
		count <= 0;
	end
assign isfull = (count >= 4'b1011)? 1: 0;
endmodule
module Decoder_bo(data_in,data_out);
  input [14:0] data_in;
  output reg [10:0] data_out;
  reg [3:0] parity_bits;
  reg [14:0] new_bits;
  always @(*)
    begin 
      parity_bits[0]=data_in[0]^data_in[2]^data_in[4]^data_in[6]^data_in[8]^data_in[10]^data_in[12]^data_in[14];
      parity_bits[1]=data_in[1]^data_in[2]^data_in[5]^data_in[6]^data_in[9]^data_in[10]^data_in[13]^data_in[14];
      parity_bits[2]=data_in[3]^data_in[4]^data_in[5]^data_in[6]^data_in[11]^data_in[12]^data_in[13]^data_in[14];
	  parity_bits[3]=data_in[7]^data_in[8]^data_in[9]^data_in[10]^data_in[11]^data_in[12]^data_in[13]^data_in[14];
      new_bits=data_in;
      if(parity_bits)
    	new_bits[parity_bits-1]=~data_in[parity_bits-1];
    end
  always @(new_bits)
    begin
      data_out[0]=new_bits[2];
      data_out[1]=new_bits[4];
      data_out[2]=new_bits[5];
      data_out[3]=new_bits[6];
	  data_out[4]=new_bits[8];
	  data_out[5]=new_bits[9];
	  data_out[6]=new_bits[10];
	  data_out[7]=new_bits[11];
	  data_out[8]=new_bits[12];
	  data_out[9]=new_bits[13];
	  data_out[10]=new_bits[14];
    end
endmodule
module usr_Dec_bo #( parameter width =21 )
(input clk,
input RST,
input shift,
input load,
input sl_in,
input [width-1:0] par_load,
output [width-1:0] data_out);
reg [width-1:0] storage1;
reg [width-1:0] storage2;
reg a1,a2;
always @(posedge clk) 
	begin
		if (RST)
			storage1<=0;
		else if(load & (data_out != par_load))
			storage1 <= par_load;
		else if(shift)
			storage1 <= {sl_in, storage2[width-1:1]};
			a1=~a1;
	end
	always @(negedge clk) 
	begin
		if (RST)
			storage2<=0;
		else if(load & (data_out != par_load))
			storage2 <= par_load;
		else if(shift)
			storage2 <= {sl_in, storage1[width-1:1]};
			a2=~a2;
	end
	assign data_out =(a1^a2==1) ? storage1:storage2 ;
endmodule
module usr_En_bo #( parameter width =15 )
(input clk,
input RST,
input shift,
input load,
input sl_in,
input [width-1:0] par_load,
output [width-1:0] data_out);
reg [width-1:0] storage1;
reg [width-1:0] storage2;
reg a1,a2;
always @(posedge clk) 
	begin
		if (RST)
			storage1<=0;
		else if(load & (data_out != par_load))
			storage1 <= par_load;
		else if(shift)
			storage1 <= {sl_in, data_out[width-1:1]};
			a1=~a1;
	end
	always @(negedge clk) 
	begin
		if (RST)
			storage2<=0;
		else if(load & (data_out != par_load))
			storage2 <= par_load;
		else if(shift)
			storage2 <= {sl_in, data_out[width-1:1]};
			a2=~a2;
	end
	assign data_out =(a1^a2==1) ? storage1:storage2 ;
endmodule
module usrpo_Dec_bo #( parameter width =11 )
(input clk,
input RST,
input shift,
input load,
input sl_in,
input [width-1:0] par_load,
output [width-1:0] data_out);
reg [width-1:0] storage;
always @(negedge clk) 
	begin
		if (RST)
			storage<=0;
		else if(load)
			storage <= par_load;
		else if(shift)
			storage <= {sl_in, data_out[width-1:1]};
	end
	assign data_out = storage ;
endmodule
module usrpo_En_bo #( parameter width =11 )
(input clk,
input RST,
input shift,
input load,
input sl_in,
input [width-1:0] par_load,
output [width-1:0] data_out);
reg [width-1:0] storage;
always @(posedge clk) 
	begin
		if (RST)
			storage<=0;
		else if(shift)
			storage <= {sl_in, data_out[width-1:1]};
		else if(load)
			storage <= par_load;
	end
	assign data_out = storage ;
endmodule
</file>
==> impl_metrics.py <==
# Metrics from the implementation run
metrics = {
    "cts": {
        "clockBufferDepth": 2,
        "cts-root-buf": "clkbuf_8",
        "cts_tree": "built",
        "hold_buffers": 0,
        "cts_buffers": 9,
        "h-tree-depth": 3,
        "numClockSinks": 107,
        "clkLatencyLatePin_ps": 430,
        "path_clk_slew_ps": 130,
    },
    "synth": {
        "xor_share": 0.140,
        "ys_warn_count": 20,
        "yosys_cells": 536,
        "ys_area_um2": 5360,
        "yosys.cell_types.count": 61,
        "edf_count": 0,
        "numSynthFlops": 107,
        "avgSynthCellArea_um2": 9.99,
        "synth_seq_share": 0.400,
        "async_reset_ff_frac": 0,
        "synthCells": 536,
        "synth_adder_area_share": 0.0304,
        "simple_gate_area_frac": 0.159,
        "logic_family": "simple AND/OR/NAND/NOR gates",
        "compound_area_frac": 0.104,
        "syn-cell-area_um2": 5360,
        "ff_type": "dfxtp_1",
        "synth.area.mux_share": 0.129,
    },
    "routing": {
        "drt_iter0_drc": 134,
        "vias": 4012,
        "vias_per_cell": 5.00,
        "drc_errors": 0,
        "routed_wl_um": 10900,
        "dr.pass1.iters": 5,
        "ant_nets": 0,
        "avgRoutedWirePerCell_um": 13.6,
        "antenna_cells": 0,
    },
    "floorplan": {
        "rows": 37,
        "die_w_um": 106,
        "ioPinCount": 5,
        "core_region_area_um2": 10400,
        "chip_area_um2": 11100,
        "die_h_um": 106,
        "fp_util": 0.517,
    },
    "final_layout": {
        "final_core_util": 0.673,
        "final_cell_mix": "dfxtp_1, buf_4, inv_1, nor2b_1",
        "drive_gt1_frac": 0.296,
        "finalNonFillerCells": 802,
        "lay_top_count": "dfxtp_1",
        "area_growth_pct": 30.3,
    },
    "setup_path": {
        "worstSetupPathType": "reg2reg",
        "crit_fanout": 6,
        "cp_num_buf_inv": 5,
        "worstSetupStartpointType": "register",
        "cpMaxStageDelayCell": "or3_4",
        "required_ps": 3060,
        "rr_startpoint": "decoder_out_bonus.usr_Dec_bonus.a1",
        "max_stage_delay_ps": 390,
        "cp-end-kind": "register",
        "worstPathCellList": "xnor2_4 > buf_12 > mux2i_1 > buf_4 > xnor2_2 > xnor2_2 > inv_2 > ha_4 > inv_4 > or3_4 > a211o_1 > inv_2 > ha_4 > nor4_4 > nand4_1 > nor4_4 > and3_4 > nand4b_1 > nor3_2 > a311oi_1",
        "critPathArrivalTime_ps": 4280,
        "crit_start": "decoder_out_bonus.usr_Dec_bonus.a1",
        "cpLargestDelayFamily": "simple AND/OR/NAND/NOR gates",
    },
    "global_route": {
        "grt.overflow.total": 0,
        "grt_start_max_net_pins": 68,
        "grt_antenna_before_repair": 0,
        "grt_pass1_vias": 3750,
        "grt_first_pass_wirelength_um": 18000,
        "grt_usage": 0.208,
    },
    "flow_run": {
        "cap_viol_max_count": 0,
        "warnings": 80,
    },
    "placed_design": {
        "routabilityCongestion": 0.862,
        "numPortBuffers": 4,
        "place_ws_ps": -1250,
        "post-place-cells": 727,
        "post-dp-hpwl_um": 7750,
    },
    "final_timing": {
        "final-hold-violation-count": 0,
        "max_slew_margin": 0.723,
        "setup_viol": 11,
        "tightest_slew_ps": 404,
        "finClkSkew_ps": 52.2,
        "fin_ws_ps": -1210,
        "tns_ps": -12960,
        "rsz0062_at_grt": "yes",
        "slew_violations": 0,
    },
    "pwr": {
        "vdd_drop_max_mv": 0.194,
        "total_power_w": 0.00148,
        "leakagePower_nw": 3.00,
        "power_density_nw_per_um2": 212,
    },
    "min_path": {
        "hp-class": "reg2reg",
        "hold_path.startpoint": "encoder_in_bonus.usr_En_bonus.a2",
    },
    "status": {
        "violations": "negative setup slack",
        "status": "complete, but fails checks",
    },
}
==> cell usage after synthesis (11+ instances only) <==
| library cell | instances | area, um^2 |
|---|---|---|
| dfxtp_1 | 107 | 2140 |
| mux2i_1 | 53 | 531 |
| nor2b_1 | 50 | 313 |
| nor2_1 | 45 | 169 |
| xnor2_1 | 36 | 315 |
| xor2_1 | 25 | 219 |
| clkbuf_1 | 23 | 86.3 |
| nand2_1 | 16 | 60.1 |
| a211oi_1 | 14 | 105 |
| inv_1 | 14 | 52.6 |
| ha_1 | 13 | 163 |
| mux2_2 | 11 | 124 |
==> per-stage QoR <==
stage	hold WS, ps	cell area (um^2)
floorplan	385	5460
global placement	391	6170
detailed placement	397	6170
CTS	413	6670
global route	423	6980
finish	409	6980
==> registers in the layout (all words and copies together) (netlist names) <==
name	count
decoder_out_bonus.usr_Dec_bonus.storage1	21
encoder_in_bonus.usr_En_bonus.storage1	15
encoder_in_bonus.counter_En_bonus.count	4
decoder_out_bonus.usr_Dec_bonus.a2	1
decoder_out_bonus.usr_Dec_bonus.storage2	21
encoder_in_bonus.usr_En_bonus.a2	1
encoder_in_bonus.usr_En_bonus.a1	1
decoder_out_bonus.usrpo_Dec_bonus.storage	11
decoder_out_bonus.usr_Dec_bonus.a1	1
decoder_out_bonus.counter_Dec_bonus.count	5
encoder_in_bonus.usrpo_En_bonus.storage	11
encoder_in_bonus.usr_En_bonus.storage2	15
==> cell type report <==
type | instances | area (um^2)
Inverter | 15 | 58.8
Clock inverter | 56 | 295
Fill cell | 799 | 3390
Timing Repair Buffer | 98 | 816
Clock buffer | 9 | 124
Sequential cell | 107 | 2150
Tap cell | 136 | 170
Multi-Input combinational cell | 381 | 3370
==> kinds of logic after synthesis <==
logic type / Yosys count
multiplexers: 66
buffers and inverters: 48
AND/OR/NAND/NOR: 158
AND-OR/OR-AND: 73
XOR/XNOR: 71
adder cells (fa/ha/maj): 13
flip-flops: 107
==> power by group <==
| group | total (W) | switching [W] | internal, W |
|---|---|---|---|
| clock | 0.000658 | 0.000413 | 0.000245 |
| sequential | 0.000768 | 0.00000228 | 0.000766 |
| combinational | 0.0000557 | 0.0000302 | 0.0000255 |
| total | 0.00148 | 0.000446 | 0.00104 |
==> metal layers <==
metal  track usage  up-vias  share of wire
li1              -     2096              -
met1         0.326     1865           0.52
met2         0.321       38           0.45
met3        0.0309       13          0.021
met4        0.0377        0          0.015
met5             0        -              0
==> final timing paths <==
| check | to | slack, ps | cells past startpoint |
|---|---|---|---|
| worst min register to register | encoder_in_bonus.usr_En_bonus.a2 | 410 | 1 |
| worst max register to register | decoder_out_bonus.usrpo_Dec_bonus.storage[6] | -1210 | 20 |
| worst max-delay path | decoder_out_bonus.usrpo_Dec_bonus.storage[6] | -1210 | 20 |
| worst min-delay path | encoder_in_bonus.usr_En_bonus.a2 | 410 | 1 |
==> timing repair <==
action,in CTS,in global routing
buffers inserted,2,7
endpoints found under the setup margin,21,38
pin swaps,2,16
resized,11,41
gates cloned,0,2
No activity file was given, so power comes from the tool's default toggle rates.
